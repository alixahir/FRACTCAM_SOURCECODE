$ cat flow/run.sh
#!/bin/bash
# OpenROAD 26Q1-2900-gdf79404cd8, Yosys 0.63+post, stock flow scripts
make -C /OpenROAD-flow-scripts/flow DESIGN_CONFIG=/design/flow/config.mk WORK_HOME=/design/flow/orfs finish
$ cat flow/config.mk
export PLATFORM = sky130hd
export DESIGN_NAME = register
export DESIGN_NICKNAME = register
export VERILOG_FILES = /design/flow/design.v
export SDC_FILE = /design/flow/constraint.sdc
export NUM_CORES = 4
export LEC_CHECK = 1
export CORE_AREA = 10 10 108 108
export DIE_AREA = 0 0 118 118
$ cat flow/constraint.sdc
current_design register

set clk_period 1.0
set clk_io_pct 0.2

create_clock -name clk0 -period $clk_period [get_ports {clk}]

set non_clock_inputs [all_inputs -no_clocks]
set_input_delay [expr $clk_period * $clk_io_pct] -clock clk0 $non_clock_inputs
set_output_delay [expr $clk_period * $clk_io_pct] -clock clk0 [all_outputs]
$ cat flow/design.v
`timescale 1ns / 1ps
module register #(parameter width=48)(in,clk,reset,out);
input clk;
input reset;
input[width-1:0] in;
output reg[width-1:0] out;
always@(posedge clk)
if(reset)
    out <= 0;
else 
    out <= in;
endmodule
==> qor.yml <==
status: "finished, final reports clean"
grt.busiest_layer: "met2"
worst_pin_slew_ns: 0.216
cts_max_level: 2
grt_pass1_vias: 1100
powerDensity_nw_per_um2: 1520
period_used_share: 0.926
drv_cap: 0
p_int_uw: 2750
switchingPower_uw: 675
postCtsHoldBufs: 0
chipArea_um2: 13900
path_clk_slew_ns: 0.08
top_cells_by_count: "dfxtp_1 (48), nor2b_1 (48), buf_6 (3)"
cts_sinks: 48
port_buffers: 97
critPathMaxFanout: 1
ys_cells: 101
leakagePower_uw: 0.000965
synth.avg_cell_area_um2: 12.9
cts_made_buffers: 5
synthArstFlopShare: 0
path_delay_family: "flip-flops"
gp_congestion: 0.629
critPathArrivalTime_ns: 0.73
ff_type: "dfxtp_1"
cpMaxStageDelayCell: "dfxtp_2"
ir_drop_mv: 0.525
io_pins: 98
reg.largest.list: "out: 48 flops"
tool_warnings: 25
cp_num_cells: 1
hold_depth: 3
num-fill-cells: 1016
drc_errors: 0
n_antenna_cell: 0
cts_resized: 130
slowest_delay_ns: 0.33
max_slew_margin: 0.856
pwr-share-seq: 0.596
drv_slew: 0
ant_nets: 0
clk_path_buf_depth: 2
met2_usage: 0.0920
fin_crit_ns: 0.926
area_growth_pct: 72.7
hold_class: "in2reg"
startpoint: "out[47]$_SDFF_PP0_"
wire_per_inst_um: 12.5
cts_tree: "built"
area_leaders: "dfxtp_1 (74%), nor2b_1 (23%), buf_6 (2.6%), buf_2 (0.77%)"
cp-end-kind: "output port"
path_buffers: 1
drt_wl_total_um: 4090
clock.fmax_mhz: 1080
fp_util: 0.141
placementRows: 35
ys_ff: 48
yosysWarnings: 1
yosysTopAreaCellShare: 0.736
layout-drive-gt1-share: 0.342
synth_area_leader_cell: "dfxtp_1"
grt_max_degree: 49
largest-register: "out"
grt_first_pass_wirelength_um: 6240
largest_reg_flops: 48
synth_seq_share: 0.736
antenna_found_initial: 0
gr-usage-met1: 0.0662
dpl.hpwl_um: 3350
core_area_um2: 9280
vias: 992
switching_share: 0.197
syn-cell-area_um2: 1310
grt-ovfl-total: 0
path_cells: "buf_2"
rsz0062_at_grt: "false"
setup_tns_ns: 0
met3_usage: 0.0292
combPwrFrac: 0.109
synth_chip_area_um2: 1310
clkPwrFrac: 0.295
vias_per_cell: 3.02
critPathRequiredTime_ns: 0.80
edf_count: 0
hold_violations: 0
dpl-instance-area_um2: 2410
synthCells: 101
setup_viol: 0
drt-initial-drc-count: 16
clockRootBuffer: "clkbuf_8"
post_cts_buffers: 0
min_from: "reset"
start_kind: "flop"
first_pass_iters: 2
finalInstanceArea_um2: 2250
globalRouteTotalUtil: 0.0563
die_w_um: 118
die_h_um: 118
ys_types: 4
crit_type: "reg2out"
-- metal layers --
metal	vias up	wire length [um]
met5	-	0
met4	0	38
met3	5	332
met2	55	1940
met1	437	1770
li1	495	-
-- metrics by stage --
| step | power, uW | utilization | hold slack (ns) | std cells | worst slack, ns |
|---|---|---|---|---|---|
| 2_1_floorplan | 2150 | - | 0.328 | 101 | 0.412 |
| 3_3_place_gp | 2560 | 0.259 | 0.657 | 323 | -0.0169 |
| 3_5_place_dp | 2570 | 0.259 | 0.661 | 323 | -0.0180 |
| 4_1_cts | 3560 | 0.256 | 0.343 | 328 | 0.000169 |
| 5_1_grt | 3630 | 0.243 | 0.356 | 328 | 0.0420 |
| 6_report | 3420 | 0.243 | 0.338 | 328 | 0.0739 |
-- placed cells by master (no fill, tap or decap) --
master and count:
buf_12 1, buf_2 23, clkbuf_2 26, clkbuf_8 5
clkdlybuf4s50_1 48, dfxtp_1 35, dfxtp_2 13, nor2b_1 48
-- power by group through the flow --
| stage | clock (uW) | combinational (uW) | sequential (uW) |
|---|---|---|---|
| 6_report | 1010 | 373 | 2040 |
| 4_1_cts | 1110 | 416 | 2040 |
| 5_1_grt | 1160 | 417 | 2050 |
-- cells by family after synthesis --
group | after synthesis | share of synthesized area
buffers and inverters | 5 | 0.0336
DFF | 48 | 0.736
and+or+nand+nor | 48 | 0.230
-- area by class of cell --
class	instances	area (um^2)	share of cell area
Timing Repair Buffer	98	746	0.331
Tap cell	129	161	0.0716
Multi-Input combinational cell	48	300	0.133
Clock buffer	5	68.8	0.0305
Sequential cell	48	977	0.434
-- path summary, 6_finish.rpt --
check	slack, ns	to
worst max-delay path	0.07	out[47]
worst min-delay path	0.34	out[8]$_SDFF_PP0_
Power figures rest on the tool's default switching activity, not on a simulated workload.
