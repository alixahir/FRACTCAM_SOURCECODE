==> flow/run.sh <==
#!/bin/bash
# OpenROAD 26Q1-2900-gdf79404cd8, Yosys 0.63+post, stock flow scripts
make -C /OpenROAD-flow-scripts/flow DESIGN_CONFIG=/design/flow/config.mk WORK_HOME=/design/flow/orfs finish
==> flow/config.mk <==
export PLATFORM = sky130hd
export DESIGN_NAME = counter_srl
export DESIGN_NICKNAME = counter_srl
export VERILOG_FILES = /design/flow/design.v
export SDC_FILE = /design/flow/constraint.sdc
export NUM_CORES = 4
export LEC_CHECK = 1
export CORE_AREA = 10 10 74 74
export DIE_AREA = 0 0 84 84
==> flow/constraint.sdc <==
current_design counter_srl

set clk_period 1.8
set clk_io_pct 0.2

create_clock -name clk0 -period $clk_period [get_ports {clk}]

set non_clock_inputs [all_inputs -no_clocks]
set_input_delay [expr $clk_period * $clk_io_pct] -clock clk0 $non_clock_inputs
set_output_delay [expr $clk_period * $clk_io_pct] -clock clk0 [all_outputs]
==> flow/design.v <==
`timescale 1ns / 1ps
module counter_srl (
    input wr,
    input reset,
    input clk,
    output [2:0] sel,
    output reg flag
    );
  reg [5:0] count={6{1'b0}};
  reg [8:0] count2={9{1'b0}};  
  reg [2:0] sel = {3{1'b0}};
     always @(posedge clk)
     begin
            if(reset | ~wr)
                  count <= 0;
           else if (count==31) 
                begin
                count <= 0;
                sel <= sel + 1'b1; 
                end
           else begin
              count <= count + 1;
           end
     end    
     always @(posedge clk)
          begin
                 if(reset | ~wr)
                    begin
                     flag <= 0;
                     count2 <= 0;
                    end  
                else if (count2==287)
                    begin 
                     count2 <= 0;
                     flag <= 0;
                    end 
                else if (count2>=255)
                    begin 
                     flag <= 1;
                     count2 <= count2+1;
                    end     
                else begin
                   flag <= 0;
                   count2 <= count2 + 1;
                end
          end
endmodule
==> run summary <==
Here are the numbers from the latest Yosys + OpenROAD run.

After layout, the minimum clock period comes to 1.47 ns. The area of all placed cells without fillers came out at 953 um2. The horizontal die dimension reported for this design is 84 um.

The register-to-register setup slack is 0.41 ns. The residual antenna-violating net count after detailed routing is 0. Post-CTS timing repair inserted 0 buffers for setup. The number of DRC markers in iteration 0 came out at 18.

The routed design ends up with an antenna cell count of 0. The final cell utilization of the core came out at 24.0%. The first global-routing pass estimated 2240 um of wire. The number of standard cells reported by yosys came out at 78.

Per the timing report, the biggest fanout along the worst path comes to 3. The number of cells on the worst reg-to-reg path is 4. The weighted congestion reported at the end of routability-driven placement came out at 0.784. The startpoint identified for the worst register-to-register timing path is count2[0]. The post-synth tally of flip-flops with integrated enable came out at 3. The arithmetic-cell share of the synthesized area counting full adders, half adders and majority gates is 6.49%. The slowest stage of the critical path belongs to the cell clkdlybuf4s50_1. Per the synthesis report, the dominant area consumer among library cells is dfxtp_1. The aggregate routed wire length is 1180 um.

The share of cell area taken by muxes after synthesis came out at 0%. The TritonCTS clock tree is done. The number of sinks handled by clock tree synthesis is 19. The worst hold path begins at count[0]. The initial antenna violation count is 0.

The worst hold slack is 0.450 ns. The routed via count divided by cell count is 3.87. No sink is reached through more buffers than the 2 on the longest clock path.

The biggest cell delay along the critical path is 0.48 ns. For reference, the critical path cell chain is clkdlybuf4s50_1. In this run the vertical extent of the chip is 84 um. The chip area in the Yosys report is 771 um2. The sink of the worst hold path is count[0].

The post-layout total power came out at 0.744 mW. STA classifies the critical path startpoint as a register. The count of input and output buffers is 6.

Hold-check failures listed in the final report amount to 0. The number of I/O pins is 7. The proportion of synthesized chip area in sequential cells is 53.2%. The chip area is 7060 um2. The overall track demand over capacity in global routing is 3.63%. The simple-gate share of the synthesized area came out at 20.9%. At the worst endpoint, the arrival time is 1.11 ns. CTS placed an instance of clkbuf_8 at the clock tree root.

After detailed routing, the number of remaining DRC violations is 0. The buffers plus inverters on the worst setup path is 1. The unique cell type count in the Yosys netlist came out at 19. The number of maximum-capacitance constraint violations came out at 0.

The worst hold path depth is 1. The post-synthesis async set-or-reset flop share came out at 0%. The depth of the CTS H-tree came out at 1. The maximum ir drop on the vdd rail is 0.298 mV.

The floorplan has 23 rows. The routed wire length per instance came out at 8.44 um. The number of pins exceeding their max-slew limit in the final report came out at 0. In this run the tools logged warnings totalling 25.

The synthesis report lists the most area-consuming cells as dfxtp_1 42%, edfxtp_1 12%, ha_1 6.5%, nor2_1 6.3%, xor2_1 5.7%. The cell-mix breakdown from Yosys lists the compound-gate area share as 8.93%. The post-DP HPWL came out at 920 um. The total standard cell area after synthesis came out at 771 um2. The core box area came out at 3970 um2. The power per standard cell area is 780 nW/um2.

The number of global-route vias before repair is 532. Among the non-sequential cells, simple AND/OR/NAND/NOR gates take the most area. The yosys synthesis warning count came out at 1. The fraction of post-synthesis cell area in the top cell type by area came out at 41.6%. The achievable clock frequency is 0.679 GHz.

The number of setup violations in the final report came out at 0. The area after detailed placement is 908 um2. The post-CTS resize count came out at 0. The data required time reported for the critical path is 1.44 ns.

The post-synthesis xor/xnor area fraction is 7.95%. The total negative setup slack came out at 0 ns. The number of instances in the synthesized netlist came out at 78.

Among all cell types in the netlist, the one instantiated most often is dfxtp_1. The CTS report gives the tree buffer count as 3. The detailed-router iteration count before antenna repair is 4. The max-slew check reports its worst relative slack as 66.1%. Of the cells placed in the final design, the portion with a size suffix greater than 1 is 7.78%. The critical path's top delay family is buffers and inverters. Per the timing report, the most critical flop-to-flop path finishes at count2[6]. The effective utilization at floorplan came out at 19.4%. The sum of overflow across all layers after global routing is 0.

The count of state elements after synthesis came out at 19. Setup repair after global routing left no endpoint under its margin. The class of the most critical setup path is reg2out. The skew report gives the latency at the later pin of the worst-skew pair as 0.25 ns. The setup clock skew after layout came out at 0.00265 ns. The flow ran to the end, and the final reports show no timing, DRC or antenna violations. The post-CTS hold buffer count recorded in the log is 0. The clock-pin transition on the worst setup and hold timing paths came out at 0.07 ns. The worst path uses 81.8% of the clock period. The mean post-synth cell area came out at 9.88 um2. The total number of vias came out at 542. The largest net degree at the start of global routing came out at 11. The leakage power came out at 0.316 nW.

In this run the layout overhead on the synthesized area is reported as 23.7%. The commonest cells after synthesis are 16 x dfxtp_1, 13 x nor2_1. Note that the worst hold path type here is reg2reg. The most used flip-flop cell after synthesis is dfxtp_1. The kind of capture point of the worst setup path is an output port. The measured slew at the worst slew-check pin came out at 0.505 ns.
## layout by cell type, fill, tap and decap left out, drive strengths merged
cell / instances
o31ai: 1
clkdlybuf4s50: 6
nand2: 3
inv: 5
xor2: 5
clkbuf: 4
o21ai: 5
or4b: 1
dfxtp: 16
nor2b: 1
buf: 2
nor2: 13
nand4: 2
a21oi: 5
nor4: 1
nand3: 5
or3: 5
ha: 4
nand2b: 1
edfxtp: 3
xnor2: 2
## report_power, final
part,total [mW],internal [mW],leakage [nW],switching [mW]
sequential,0.437,0.434,0.156,0.00292
combinational,0.0221,0.0109,0.137,0.0111
clock,0.285,0.157,0.0228,0.128
total,0.744,0.602,0.316,0.142
## metrics by stage
stage                     cells  setup slack (ns)
after global routing        140             0.233
after global placement      136             0.143
after CTS                   140             0.315
final                       140             0.328
after detailed placement    136             0.144
after floorplan              78             0.414
## state kept, by name (all words and copies together), names as in the netlist
register and cells:
sel 3, flag 1, count2 9, count 6
## logic make-up after synthesis
| family | Yosys count |
|---|---|
| and+or+nand+nor | 32 |
| AOI/OAI and AO/OA | 11 |
| buffers and inverters | 5 |
| DFF | 19 |
| adders and majority gates | 4 |
| xor gates and xnor gates | 7 |
## how the worst max path moves through the flow
stage	to	cells past startpoint	slack (ns)	start
final	sel[0]	1	0.33	sel[0]
after global routing	flag	6	0.23	count2[0]
after CTS	sel[0]	1	0.31	sel[0]
## cell type report
class,count,area (um2)
Fill cell,426,3020
Sequential cell,19,410
Multi-Input combinational cell,54,342
Timing Repair Buffer,8,75.1
Tap cell,50,62.6
Clock buffer,4,45.0
Inverter,5,18.8
## layer usage
| layer | vias up | share of wire, % | GRT usage [%] |
|---|---|---|---|
| met5 | - | 0 | 0 |
| met4 | 0 | 0 | 0.304 |
| met3 | 0 | 8.8 | 2.07 |
| met2 | 12 | 41 | 5.51 |
| met1 | 237 | 50 | 4.55 |
| li1 | 293 | - | - |
Power figures rest on the tool's default switching activity, not on a simulated workload.
