==> design/flow/design.v <==
`timescale 1ns / 1ps
module demux
#(
  parameter
   WIDTH = 8,
   WIDTH_sel = 4, 
   NUM_OUTPUTS  = 16 
)
(
  input wire [ WIDTH - 1 : 0 ] a_i,
  input wire [ WIDTH_sel - 1 : 0 ] select_i,
  output wire [NUM_OUTPUTS * WIDTH - 1 : 0] y_o
);
reg [NUM_OUTPUTS * WIDTH - 1 : 0] y;
always@* begin y = { {(NUM_OUTPUTS-1)*WIDTH{1'b0}}, a_i};end
assign y_o = y << ( select_i * WIDTH);
endmodule
==> design/flow/run.sh <==
#!/bin/bash
# OpenROAD 26Q1-2900-gdf79404cd8, Yosys 0.63+post, stock flow scripts
make -C /OpenROAD-flow-scripts/flow DESIGN_CONFIG=/design/flow/config.mk WORK_HOME=/design/flow/orfs finish
==> design/flow/config.mk <==
export PLATFORM = sky130hd
export DESIGN_NAME = demux
export DESIGN_NICKNAME = demux
export VERILOG_FILES = /design/flow/design.v
export SDC_FILE = /design/flow/constraint.sdc
export NUM_CORES = 4
export LEC_CHECK = 1
export CORE_UTILIZATION = 30
==> design/flow/constraint.sdc <==
current_design demux

set clk_period 1.0
set clk_io_pct 0.2

create_clock -name clk0 -period $clk_period

set non_clock_inputs [all_inputs -no_clocks]
set_input_delay [expr $clk_period * $clk_io_pct] -clock clk0 $non_clock_inputs
set_output_delay [expr $clk_period * $clk_io_pct] -clock clk0 [all_outputs]
==> flow_summary.toml <==
# generated from flow reports
[status]
outcome = "did not finish"
failing_step = "clock tree synthesis"
stop_error = "[ERROR DPL-0036] Detailed placement failed."

[synth]
ys_types = 15
ys_seq_frac = 0
synth_top_area_share = 0.5431
synth-area-yosys_sq_um = 857.1
top_area_cell = "nor2_1"
synth.cell_area_sq_um = 857.1
netlist_instances = 183
avgSynthCellArea_sq_um = 4.683
area_leaders = "nor2_1 (54%), nand3b_1 (14%), buf_2 (7.0%), or3b_4 (6.6%), nand3_1 (4.7%)"
ys_cells = 183
yosys_warnings = 1

[die]
rows = 19
io_pins = 140
fp_util = 0.3135
die_h_um = 55.45
die_w_um = 55.45

[clocking]
cts_hold_buf = 0
post_cts_buffers = 120
cts_resized = 596

[placement]
gp_congestion = 0.8305
hpwl_um = 3620
port_buffers = 140
-- per-stage QoR --
step / hold slack (ns) / std cells / setup WS [ns] / cell area, sq um / total power [uW]
2_1_floorplan: 0.5219 / 183 / 0.01074 / 863.3 / 211.4
3_3_place_gp: 1.475 / 361 / -1.042 / 2404 / 528.4
3_5_place_dp: 1.481 / 361 / -1.067 / 2404 / 532.9
-- cell usage after synthesis, types with 2 or more instances --
cell      count
nand3_1       8
nand2b_1      2
nor2_1      124
or3b_4        5
buf_1         3
nand3b_1     16
or3b_2        2
buf_2        12
nor2_2        4
buf_4         2
-- kinds of logic after synthesis --
kind of cell           after synthesis  share of synthesized area
AND/OR/NAND/NOR                    164                     0.8818
buffers and inverters               19                     0.1182
No activity file was given, so power comes from the tool's default toggle rates.
